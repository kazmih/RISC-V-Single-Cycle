**design/flow/run.sh**
```bash
#!/bin/bash
# OpenROAD 26Q1-2900-gdf79404cd8, Yosys 0.63+post, stock flow scripts
make -C /OpenROAD-flow-scripts/flow DESIGN_CONFIG=/design/flow/config.mk WORK_HOME=/design/flow/orfs finish
```
**design/flow/config.mk**
```make
export PLATFORM = sky130hd
export DESIGN_NAME = Instruction_Memory
export DESIGN_NICKNAME = Instruction_Memory
export VERILOG_FILES = /design/flow/design.v
export SDC_FILE = /design/flow/constraint.sdc
export NUM_CORES = 4
export LEC_CHECK = 1
export CORE_AREA = 10 10 75 75
export DIE_AREA = 0 0 85 85
```
**design/flow/constraint.sdc**
```tcl
current_design Instruction_Memory

set clk_period 2.0
set clk_io_pct 0.2

create_clock -name clk0 -period $clk_period

set non_clock_inputs [all_inputs -no_clocks]
set_input_delay [expr $clk_period * $clk_io_pct] -clock clk0 $non_clock_inputs
set_output_delay [expr $clk_period * $clk_io_pct] -clock clk0 [all_outputs]
```
**design/flow/design.v**
```verilog
module Control_Unit(opcode , Branch, Jump , ImmSrc , ResultSrc , ALUOp , MemWrite , ALUSrc , RegWrite);
input [6:0] opcode;
output reg Branch , Jump , MemWrite , ALUSrc , RegWrite;
output reg [1:0] ImmSrc , ALUOp ,  ResultSrc;
always @(*) begin 
case (opcode)
7'b0110011 : {ALUSrc , ResultSrc , ImmSrc , RegWrite , MemWrite , Branch , ALUOp , Jump} = 11'b0_00_xx_1_0_0_10_0;
7'b0000011 : {ALUSrc , ResultSrc , ImmSrc , RegWrite , MemWrite , Branch , ALUOp , Jump} = 11'b1_01_00_1_0_0_00_0;
7'b0100011 : {ALUSrc , ResultSrc , ImmSrc , RegWrite , MemWrite , Branch , ALUOp , Jump} = 11'b1_xx_01_0_1_0_00_0;
7'b1100011 : {ALUSrc , ResultSrc , ImmSrc , RegWrite , MemWrite , Branch , ALUOp , Jump} = 11'b0_xx_10_0_0_1_01_0;
7'b0010011 : {ALUSrc , ResultSrc , ImmSrc , RegWrite , MemWrite , Branch , ALUOp , Jump} = 11'b1_00_00_1_0_0_10_0;
7'b1101111 : {ALUSrc , ResultSrc , ImmSrc , RegWrite , MemWrite , Branch , ALUOp , Jump} = 11'bx_10_11_1_0_0_xx_1;
default    : {ALUSrc , ResultSrc , ImmSrc , RegWrite , MemWrite , Branch , ALUOp , Jump} = 11'bx_xx_xx_x_x_x_xx_x;
endcase
end
endmodule
module ALU_Control(ALUOp , Funct3 , Funct7 , op , Operation);
input [1:0] ALUOp;
input [2:0] Funct3;
input Funct7 , op;
output reg [2:0] Operation;
always @(*) begin
case(ALUOp)
2'b00: Operation = 3'b000;   
2'b01: Operation = 3'b001;   
2'b10: begin                
case(Funct3)
3'b000: Operation = (op && Funct7) ? 3'b001 : 3'b000;  
 3'b010: Operation = 3'b101;  
                3'b110: Operation = 3'b011;  
                3'b111: Operation = 3'b010;  
                default: Operation = 3'b000;
            endcase
        end
        default: Operation = 3'b000;
    endcase
end
endmodule
module CU(Zero , opcode , Funct3 , Funct7 , PCSrc , ResultSrc , MemWrite , ALUSrc , ImmSrc , RegWrite , Operation);
input Zero;
input [6:0] opcode ,Funct7;
input [2:0] Funct3;
output  PCSrc , MemWrite , ALUSrc , RegWrite;
output  [1:0] ImmSrc , ResultSrc;
output  [2:0] Operation;
wire Branch , Jump;
wire [1:0] ALUOp;
Control_Unit c(opcode , Branch , Jump , ImmSrc , ResultSrc , ALUOp , MemWrite , ALUSrc , RegWrite);
ALU_Control  a(ALUOp , Funct3 , Funct7[5] , opcode[5] , Operation);
assign PCSrc = Jump | (Zero & Branch);
endmodule
module registerFile (
    input wire clk,              
    input wire RegWrite,         
    input wire [4:0] RS1,        
    input wire [4:0] RS2,        
    input wire [4:0] RD,         
    input wire [31:0] WriteData,  
    output wire [31:0] ReadData1,  
    output wire [31:0] ReadData2   
);
    reg [31:0] Registers [31:0];  
    integer i;
    initial begin
        for (i = 0; i < 32; i = i + 1)
            Registers[i] = i;   
    end
    assign ReadData1 = Registers[RS1];   
    assign ReadData2 = Registers[RS2];   
    always @(posedge clk) begin
        if (RegWrite) begin
            Registers[RD] <= WriteData;  
        end
    end
endmodule
module alu(a, b, op, res, zero);
input [31:0] a, b; 
input [2:0] op;
output reg zero;
output reg [31:0] res;
always @(*) begin
    case(op)
        3'b000: res = a + b;     
        3'b001: res = a - b;     
        3'b101: res = a < b;     
        3'b011: res = a | b;     
        3'b010: res = a & b;     
        default: res = 32'b0;
    endcase
    zero = (res == 32'b0) ? 1'b1 : 1'b0;
end
endmodule
module imm_data_gen(instruction , ImmSrc , imm_data);
input [31:0] instruction;
input [1:0] ImmSrc;
output reg [31:0] imm_data;
always @(*) begin
    case(ImmSrc)
        2'b00: imm_data = {{20{instruction[31]}}, instruction[31:20]};
        2'b01: imm_data = {{20{instruction[31]}}, instruction[31:25], instruction[11:7]};
        2'b10: imm_data = {{20{instruction[31]}}, instruction[7], instruction[30:25], instruction[11:8], 1'b0};
        2'b11: imm_data = {{12{instruction[31]}}, instruction[19:12], instruction[20], instruction[30:21], 1'b0};
        default: imm_data = 32'b0; 
    endcase
end
endmodule
module Data_Memory(
    input wire [31:0] Mem_Addr,    
    input wire [31:0] Write_Data,  
    input wire clk,                
    input wire MemWrite,           
    output wire [31:0] Read_Data   
);
    reg [7:0] memory [63:0];       
    integer i;
    initial begin
        for (i = 0; i < 64; i = i + 1)
            memory[i] = i;
    end
    assign Read_Data = {memory[Mem_Addr + 3], memory[Mem_Addr + 2], memory[Mem_Addr + 1], memory[Mem_Addr]};
    always @(posedge clk) begin
        if (MemWrite) begin
            {memory[Mem_Addr + 3], memory[Mem_Addr + 2], memory[Mem_Addr + 1], memory[Mem_Addr]} = Write_Data;
        end
    end
endmodule
module Program_Counter (clk , rst , PC_In , PC_Out);
input clk , rst;
input [31:0] PC_In;
output reg [31:0] PC_Out;
always @(posedge clk) begin
if (rst)
PC_Out <= 0;
else
PC_Out <= PC_In;
end
endmodule 
module adder (a , b , out);
input [31:0] a , b;
output [31:0] out;
assign out = a + b ; 
endmodule
module Instruction_Memory(Inst_Address , Instruction); 
input wire [31:0] Inst_Address;   
output reg [31:0] Instruction; 
reg [7:0] memory [15:0];
    initial begin
        memory[0] = 8'b00000011;
        memory[1] = 8'b10100011;
        memory[2] = 8'b11000100;
        memory[3] = 8'b11111111;
        memory[4] = 8'b00100011;
        memory[5] = 8'b10100100;
        memory[6] = 8'b01100100;
        memory[7] = 8'b00000000;
        memory[8] = 8'b00110011;
        memory[9] = 8'b11100010;
        memory[10] = 8'b01100010;
        memory[11] = 8'b00000000;
        memory[12] = 8'b11100011;
        memory[13] = 8'b00001010;
        memory[14] = 8'b01000010;
        memory[15] = 8'b11111110;
    end
always @(*) begin
        Instruction = {memory[Inst_Address + 3], memory[Inst_Address + 2], memory[Inst_Address + 1], memory[Inst_Address]};
    end 
endmodule
module mux32bit(a,b,c,sel,out);
input [31:0] a,b,c;
input [1:0] sel;
output reg [31:0] out; 
always @(*) begin 
case(sel)
2'b00 : out <= a;
2'b01 : out <= b;
2'b10 : out <= c;
default: out <=32'b0;
endcase
end
endmodule
module mux32bit2(a,b,sel,out);
input [31:0] a,b;
input  sel;
output reg [31:0] out; 
always @(*) begin 
case(sel)
2'b0 : out <= a;
2'b1 : out <= b;
default: out <=32'b0;
endcase
end
endmodule
```
==> results_tabular.tex <==
% Yosys + OpenROAD metrics
\begin{tabular}{lr}
\hline
Metric & Value \\
\hline
\multicolumn{2}{l}{\textbf{Pwr}} \\
\quad Worst IR Drop VDD & 0.000181 V \\
\quad Leakage power & 1.16 nW \\
\quad Part of the power in combinational logic & 100.0\% \\
\quad Internal power & 0.467 mW \\
\quad Power density over cell area & 313 nW/um\^{}2 \\
\quad Net switching power of the design & 0.309 mW \\
\quad Share of total power in the clock network & 0\% \\
\quad Switching share of total power & 39.8\% \\
\quad Sequential power share & 0\% \\
\multicolumn{2}{l}{\textbf{Worst setup path}} \\
\quad Cell with the biggest individual delay on the critical path & a31o\_4 \\
\quad Most common cell type on the critical path & buf\_6 \\
\quad Stage delay of the slowest cell on the critical path & 240 ps \\
\quad Type of origin of the critical path & primary input \\
\quad Top cell family by delay on the critical path & buffers and inverters \\
\quad Maximum fanout along the worst path & 5 \\
\quad Cell chain of the critical path & buf\_8 -> buf\_6 -> ha\_4 -> buf\_12 -> xnor2\_4 -> buf\_6 -> buf\_6 -> nand2\_2 -> a31o\_4 -> buf\_6 \\
\quad WP data required & 1600 ps \\
\quad Element type at the critical path end & output pin \\
\quad Path type of the worst setup path & in2out \\
\quad Buffer-and-inverter tally for the worst setup path & 6 \\
\quad Data arrival at the endpoint of the critical path & 1800 ps \\
\multicolumn{2}{l}{\textbf{Place}} \\
\quad IO Port Bufs & 36 \\
\quad GPL Wtd Cong & 0.863 \\
\quad Post-detail-place hpwl & 2890 um \\
\multicolumn{2}{l}{\textbf{Floorplan}} \\
\quad Die extent in y & 85 um \\
\quad Num rows & 23 \\
\quad Placeable core region & 4060 um\^{}2 \\
\quad Die x size & 85 um \\
\quad Boundary Pins & 64 \\
\quad FP Util & 25.8\% \\
\quad Chip area & 7230 um\^{}2 \\
\multicolumn{2}{l}{\textbf{Timing}} \\
\quad Setup TNS & -2780 ps \\
\quad Number of hold-slack violations in the final timing report & 0 \\
\quad Count of endpoints failing setup in the final report & 27 \\
\quad Slew at the pin with the worst max-slew slack & 266 ps \\
\quad Slew Viols, Final & 0 \\
\quad Minimum setup slack in the final design & -199 ps \\
\quad Unrepaired setup endpoints after global routing & yes \\
\quad Period utilization & 110\% \\
\quad Maximum frequency from static timing analysis & 455 MHz \\
\quad Crit path time final & 2200 ps \\
\quad Slew headroom & 81.9\% \\
\multicolumn{2}{l}{\textbf{Global routing}} \\
\quad Via count of the first global-routing pass & 1,539 \\
\quad Number of antenna violations at the first check in global routing & 0 \\
\quad Met2 Resource Use GR & 20.1\% \\
\quad GR peak layer & met2 \\
\quad Global-route met3 utilization & 1.16\% \\
\quad GRT Resource Usage Total & 11.9\% \\
\quad Global route total overflow & 0 \\
\quad Pin count of the biggest net entering global routing & 18 \\
\quad Met1 layer usage reported by global route & 16.4\% \\
\quad Global-route wire length before repair & 7530 um \\
\multicolumn{2}{l}{\textbf{Clock network}} \\
\quad Hold bufs inserted after CTS & 0 \\
\multicolumn{2}{l}{\textbf{Synthesis}} \\
\quad Area reported by Yosys stat & 1050 um\^{}2 \\
\quad Ys Warns & 1 \\
\quad Total standard cell area after synthesis & 1050 um\^{}2 \\
\quad Part of the Yosys area used for sequential elements & 0\% \\
\quad Count of different cell masters after synthesis & 41 \\
\quad \# Cells Yosys & 152 \\
\quad Mean instance size in the synthesized netlist & 6.88 um\^{}2 \\
\quad Number of standard cells after synthesis & 152 \\
\multicolumn{2}{l}{\textbf{Detailed routing}} \\
\quad Iteration count of the initial detailed-routing pass & 4 \\
\quad Via count & 1,568 \\
\quad DRC violation total after the first TritonRoute iteration & 60 \\
\quad DRC errors left & 0 \\
\quad Remaining antenna violation count & 0 \\
\quad Antenna diode count & 0 \\
\quad Routed wire length per instance & 15.7 um \\
\quad Routed Wire Length & 4880 um \\
\quad Avg Vias per Cell & 5.04 \\
\multicolumn{2}{l}{\textbf{Cells and area}} \\
\quad P\&R area growth vs syn & 137\% \\
\quad CLK BUF & 0 \\
\quad Final core area utilization & 61.1\% \\
\quad Flip-flop and latch count & 0 \\
\quad Layout cells sized above 1 & 63.2\% \\
\quad Fill cell count & 284 \\
\quad Register area & 0 um\^{}2 \\
\multicolumn{2}{l}{\textbf{Job}} \\
\quad Maxcap violations & 0 \\
\quad Count of warning messages emitted by the tools & 73 \\
\multicolumn{2}{l}{\textbf{Min path}} \\
\quad End point of the most critical hold path & Instruction[19] \\
\quad Number of cells on the worst hold path & 4 \\
\quad Type of the most critical hold path & in2out \\
\quad Hold path startpoint & Inst\_Address[2] \\
\multicolumn{2}{l}{\textbf{Outcome}} \\
\quad Failing checks & setup timing \\
\quad Outcome & finished with violations \\
\hline
\end{tabular}
==> cell usage in the layout, fill, tap and decap left out, types with 2 or more instances in the layout <==
master            n
xnor2_4           2
o211ai_1          3
nand2_1          18
xnor2_2           2
inv_4             2
nand2_2           5
a211oi_2          3
xor2_4            3
nand3b_1          2
clkdlybuf4s50_1   5
ha_4              9
nor2_2            3
a31oi_1           2
nand3_1           2
nand3_2           3
ha_2              2
ha_1              3
buf_12            4
buf_2            22
buf_8             4
o21ai_0           4
buf_6            37
a22o_1            2
a21o_1            2
a21oi_1           8
dlygate4sd2_1     3
a21oi_4           2
nor2_1           12
buf_4            43
inv_1             7
mux2i_1           7
o21ai_2           2
o21ai_1           9
==> logic make-up after synthesis <==
| kind of cell | share of synthesized area (%) |
|---|---|
| simple gates | 21.3 |
| xor+xnor | 11.6 |
| buf+inv | 9.21 |
| compound gates | 28.8 |
| mux | 12.3 |
| fa+ha+maj | 16.7 |
==> metrics by stage <==
stage,std cells,power (mW),hold slack (ps),cell area [um^2],setup slack [ps]
final,311,0.776,1260,2480,-199
after global placement,271,0.546,2010,1790,-1000
after detailed placement,271,0.548,1990,1790,-1000
after CTS,300,0.698,1250,2320,-188
after global routing,311,0.835,1280,2480,-238
after floorplan,152,0.225,915,1070,-68.2
==> synth_stat cells (2+ instances only) <==
cell type  number  area [um^2]
a211oi_1        3         22.5
a21o_1          2         15.0
a21oi_1        10         50.1
a22o_1          2         17.5
a31o_2          2         17.5
a31oi_1         2         12.5
clkbuf_1        8         30.0
ha_1           14          175
inv_1           9         33.8
mux2i_1         8         80.1
nand2_1        23         86.3
nand3_1         5         25.0
nand3b_1        2         15.0
nor2_1         15         56.3
nor3_1          2         10.0
o211ai_1        3         22.5
o21ai_0        15         75.1
xnor2_1         2         17.5
xnor2_2         2         32.5
xor2_4          2         55.1
==> power groups by stage <==
stage | sequential [mW] | combinational, mW | clock (mW)
5_1_grt | 0 | 0.835 | 0
6_report | 0 | 0.776 | 0
4_1_cts | 0 | 0.698 | 0
==> final cells by class <==
cell class,count,area (um^2),share of cell area [%]
Inverter,9,38.8,1.56
Tap cell,50,62.6,2.52
Multi-Input combinational cell,130,1240,50.0
Timing Repair Buffer,122,1140,45.9
==> what timing repair did <==
action	in CTS	in global routing
gates cloned	2	1
pin swaps	38	23
gates resized	188	19
setup buffers	27	13
endpoints found under the setup margin	32	30
==> per-layer routing <==
metal | part of all wire (%) | vias to the layer above | wire [um]
met1 | 48 | 765 | 2340
met3 | 4.0 | 2 | 197
met2 | 48 | 41 | 2320
met4 | 0.39 | 0 | 19
met5 | 0 | - | 0
li1 | - | 760 | -
==> worst max path at each step <==
stage                   start              end  slack [ps]  depth (start not counted)
finish        Inst_Address[1]  Instruction[22]        -200                         10
CTS           Inst_Address[1]  Instruction[26]        -190                         12
global route  Inst_Address[1]  Instruction[12]        -240                         11
Power figures rest on the tool's default switching activity, not on a simulated workload.
